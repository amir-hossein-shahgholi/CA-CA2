### ./run.sh
#!/bin/bash
# OpenROAD 26Q1-2900-gdf79404cd8, Yosys 0.63+post, stock flow scripts
make -C /OpenROAD-flow-scripts/flow DESIGN_CONFIG=/design/flow/config.mk WORK_HOME=/design/flow/orfs finish
### ./config.mk
export PLATFORM = sky130hd
export DESIGN_NAME = MUX3
export DESIGN_NICKNAME = MUX3
export VERILOG_FILES = /design/flow/design.v
export SDC_FILE = /design/flow/constraint.sdc
export NUM_CORES = 4
export LEC_CHECK = 1
export CORE_AREA = 10 10 82 82
export DIE_AREA = 0 0 92 92
### ./constraint.sdc
current_design MUX3

set clk_period 2.7
set clk_io_pct 0.2

create_clock -name clk0 -period $clk_period

set non_clock_inputs [all_inputs -no_clocks]
set_input_delay [expr $clk_period * $clk_io_pct] -clock clk0 $non_clock_inputs
set_output_delay [expr $clk_period * $clk_io_pct] -clock clk0 [all_outputs]
### ./design.v
`timescale 1ns/1ns
module MUX3(input [31:0] I0,I1,I2,I3,input [1:0] PCsrc,input zero , output reg [31:0] out);
always@(I0,I1,I2,I3,PCsrc,zero) begin
	case(PCsrc)
		2'b00: out <= I0;
		2'b01: out <= (zero)?I1 : I0;
		2'b10: out <= I2;
		2'b11: out <= I3;
		default: out <= 32'b0;
	endcase
end
endmodule
==> run summary <==
Notes on the physical design

The flow ran to the end, and the final reports show no timing, DRC or antenna violations. The post-place setup slack is -0.325 ns. The cell total in the yosys stat output is about 210. The via count of the routed design is 2,487. The worst hold path endpoint is out[11]. The routed design shows a via density per instance of 5.49.

Yosys reports a chip area of 0.00163 mm^2. The die outline area is between 0.008 and 0.009 mm^2. The total number of sequential cells is 0. Per the detail_route report, routed wire per instance is 19.0 um. IR analysis of the VDD net gives a maximum drop of 0.0784 mV. Dividing the final minimum period by the clock period gives 0.984.

Traced cell by cell, the critical path runs through clkdlybuf4s50_1 -> or2_1 -> a2111oi_2 -> a211oi_2 -> clkdlybuf4s50_1. The placer congestion estimate is slightly below 0.9. Per the synthesis report, the number of distinct cell types is 21. The vertical die dimension reported for this design is 92 um. The fraction of the core area occupied by cells at floorplan is 0.320. The number of buffers and inverters on the critical path is 2. The leakage power is ~0.0015 uW. The total global routing overflow is 0.

The repair_antennas step left the layout with diodes totalling 0. The layout summary lists the proportion of cells stronger than drive strength 1 as 0.243. The tally of clock buffers in the finished layout is 0.

Summed over all failing endpoints, the final setup total negative slack is 0 ns. The worst hold path class is input port to output pin. Hold repair after CTS inserted 0 buffers.

The tally of OpenROAD warnings is 33. The number of antenna violations at the first check in global routing is 0. For this run, the number of Yosys warnings is 1. The routed design could run at a clock period as short as approximately 2.7 ns.

The critical path in the final layout is reported with a setup slack of 0.0426 ns. The nature of the critical path startpoint is an input port. The overall power is 623 uW. For reference, the most critical setup path is categorized as input port to output pin. By instance count after routing, the leading logic cell type is sky130_fd_sc_hd__clkdlybuf4s50_1. The number of pins exceeding their max-slew limit in the final report is 0. The region available for standard cell placement spans between 0.005 and 0.006 mm^2.

The tally of max-capacitance violations is 0. Across all checked pins, the minimum headroom to the slew limit is 0.761. The mean instance size in the synthesized netlist is between 7 and 8 um^2. The share of the yosys chip area belonging to registers is 0. Synthesis handed over a netlist of 210 instances.

The number of endpoints with negative hold slack in the final report is 0. The maximum achievable frequency is 376 MHz. Summed over all routing layers, the global router reports a total usage of 0.179. By instance count after routing, the leading logic cell types are sky130_fd_sc_hd__clkdlybuf4s50_1 (140), sky130_fd_sc_hd__o22ai_1 (28), sky130_fd_sc_hd__nor3_1 (28), sky130_fd_sc_hd__and3_1 (28), sky130_fd_sc_hd__or2_1 (27). The mapped netlist covers around 0.0016 mm^2.

The die extent in x is 92 um. The timing report shows the most common cell along the critical path to be sky130_fd_sc_hd__clkdlybuf4s50_1. The total I/O pin count is 163. The power per unit of standard cell area is 163 mW/mm^2.

The count of final setup violators is 0. The first-pass GRT wire length is 12.8 mm. The worst endpoint required time is 2.16 ns.

The number of cells on the worst hold path is 3. The slowest stage of the critical path belongs to the cell sky130_fd_sc_hd__a2111oi_2. Per the timing report, the biggest fanout along the worst path comes to 2. In this run the remaining antenna-violating nets after routing total 0. The sum of routed wire length over all layers is ~8.6 mm. The number of global-route vias before repair came to approximately 2,500. The cell area after layout is ~0.0038 mm^2. The instance area after placement is about 0.0036 mm^2. The hold slack is 1.56 ns. The delay of the slowest critical-path stage is 0.43 ns. The kind of cell adding the most delay to the critical path is buffers and inverters. The storage element area is 0 um^2. The area growth from synthesis to layout is 136%. The worst setup path is captured at an output pin.

The post-detailed-route DRC marker count is 0. The number of DRC violations after detailed-routing iteration 0 is about 100. The transition time of the tightest slew-check pin is around 0.35 ns.

Once detailed placement completed, the half-perimeter wirelength came to 7.00 mm. The report lists the number of standard-cell rows as 26. During placement, the flow inserted port buffers numbering 163.

The beginning of the worst hold path is PCsrc[0]. The critical path data arrival time is ~2.1 ns. Entering global routing, the biggest net connects 24 pins. The number of detailed-routing iterations run before antenna repair is 4.

The fill cell total of the finished layout is 380.
[how the worst max path moves through the flow]
| stage | startpoint | endpoint | slack, ns | depth (start not counted) |
|---|---|---|---|---|
| 6_report | I2[7] | out[7] | 0.04 | 5 |
| 5_1_grt | PCsrc[1] | out[23] | -0.02 | 7 |
| 4_1_cts | zero | out[26] | 0.0003 | 7 |
[per-stage QoR]
stage          std cells   util
2_1_floorplan        210      -
3_3_place_gp         451  0.709
3_5_place_dp         451  0.709
4_1_cts              451  0.717
5_1_grt              453  0.754
6_report             453  0.754
[area by class of cell]
| class | count | area (um^2) | area share |
|---|---|---|---|
| repair buffers | 203 | 2120 | 0.555 |
| inverters | 1 | 3.75 | 0.000980 |
| multi-input cells | 179 | 1610 | 0.422 |
| well taps | 70 | 87.6 | 0.0229 |
[power by group]
group | internal [uW] | switching (uW)
Clock | 0 | 0
Combinational | 412 | 211
Sequential | 0 | 0
[worst min-delay path: stages]
cell and delay (ns):
sky130_fd_sc_hd__buf_2 0.23, sky130_fd_sc_hd__a211oi_2 0.10, sky130_fd_sc_hd__dlymetal6s2s_1 0.15
[synthesized netlist by cell type]
cell | n | area [um^2]
sky130_fd_sc_hd__nor3_1 | 28 | 140
sky130_fd_sc_hd__nand2b_1 | 1 | 6.26
sky130_fd_sc_hd__inv_2 | 1 | 3.75
sky130_fd_sc_hd__buf_6 | 2 | 22.5
sky130_fd_sc_hd__a2111oi_2 | 20 | 300
sky130_fd_sc_hd__mux2_4 | 2 | 30.0
sky130_fd_sc_hd__buf_4 | 4 | 30.0
sky130_fd_sc_hd__a211oi_1 | 18 | 135
sky130_fd_sc_hd__nor2b_1 | 1 | 6.26
sky130_fd_sc_hd__buf_2 | 16 | 80.1
sky130_fd_sc_hd__and2_1 | 1 | 6.26
sky130_fd_sc_hd__a211oi_2 | 10 | 125
sky130_fd_sc_hd__clkbuf_1 | 8 | 30.0
sky130_fd_sc_hd__a2111oi_1 | 1 | 10.0
sky130_fd_sc_hd__mux2_1 | 2 | 22.5
sky130_fd_sc_hd__o22ai_1 | 28 | 175
sky130_fd_sc_hd__or2_1 | 27 | 169
sky130_fd_sc_hd__mux4_2 | 4 | 90.1
sky130_fd_sc_hd__or2_2 | 1 | 6.26
sky130_fd_sc_hd__and3_1 | 28 | 175
sky130_fd_sc_hd__a2111oi_0 | 7 | 61.3
[routing by layer]
metal	up-vias	wire, um	global-route usage
li1	1226	-	-
met1	1154	3800	0.231
met2	105	3850	0.284
met3	2	920	0.0832
met4	0	21	0.00514
met5	-	0	0
[cell families (layout without fill, tap and decap cells)]
| logic type | after synthesis | after routing | synth area share |
|---|---|---|---|
| muxes | 8 | 8 | 0.0878 |
| buffers and inverters | 31 | 204 | 0.102 |
| and+or+nand+nor | 87 | 87 | 0.313 |
| AOI/OAI and AO/OA | 84 | 84 | 0.497 |
[repair_timing]
action,CTS,global route
endpoints found under the setup margin,32,28
gates cloned,0,1
buffers inserted,0,1
pin swaps,6,13
resized,16,40
Power figures rest on the tool's default switching activity, not on a simulated workload.
