File: /design/flow/config.mk
export PLATFORM = sky130hd
export DESIGN_NAME = Regfile
export DESIGN_NICKNAME = Regfile
export VERILOG_FILES = /design/flow/design.v
export SDC_FILE = /design/flow/constraint.sdc
export NUM_CORES = 4
export LEC_CHECK = 1
export CORE_UTILIZATION = 50
File: /design/flow/run.sh
#!/bin/bash
# OpenROAD 26Q1-2900-gdf79404cd8, Yosys 0.63+post, stock flow scripts
make -C /OpenROAD-flow-scripts/flow DESIGN_CONFIG=/design/flow/config.mk WORK_HOME=/design/flow/orfs finish
File: /design/flow/design.v
`timescale 1ns/1ns
module Regfile(input [4:0] RR1,RR2,WR,input [31:0] wd,input regwrite ,clk,output reg[31:0] RD1,RD2);
	reg [31:0] regs [31:0];
	initial begin
		regs[0] = 0;
	end
	always@(RR1,RR2,clk) begin
		RD1 = regs[RR1];
		RD2 = regs[RR2];
	end
	always@(posedge clk) begin
		if(regwrite && WR) begin 
			regs[WR] <= wd;
		end
	end
endmodule
File: /design/flow/constraint.sdc
current_design Regfile

set clk_period 10.0
set clk_io_pct 0.2

create_clock -name clk0 -period $clk_period [get_ports {clk}]

set non_clock_inputs [all_inputs -no_clocks]
set_input_delay [expr $clk_period * $clk_io_pct] -clock clk0 $non_clock_inputs
set_output_delay [expr $clk_period * $clk_io_pct] -clock clk0 [all_outputs]
==> results_dict.tcl <==
# implementation run metrics
set metrics [dict create \
    h-tree-depth 3 \
    seq_power_share 0.499 \
    setup_viol 0 \
    slew_headroom 0.2915 \
    syn_area_per_cell_sq_um 14.40 \
    tool_warnings 26 \
    core_sq_um 96710 \
    rsz0062_at_grt "false" \
    die_height_um 314.3 \
    min_period_ps 7388 \
    wl_per_cell_um 31.36 \
    power.density_nw_per_um2 176.0 \
    cp_data_arrival_time_ps 5390 \
    whs_ps 2134 \
    min_path_type "input pin to register" \
    dieArea_sq_um 98770 \
    ys_ff 1024 \
    overflow 0 \
    route.antenna.remaining_nets 0 \
    die-width_um 314.3 \
    vias_per_cell 6.405 \
    outcome "completed" \
    endpoint_kind "primary output" \
    antenna_found_initial 2 \
    ys_types 24 \
    final_cell_mix "mux2i_1 (1,024), edfxtp_1 (1,024), nand3_1 (194)" \
    vias 31140 \
    vdd_drop_max_v 0.0001410 \
    final.period_utilization 0.7388 \
    startpoint_type "input pin" \
    whs_endpoint "regs[27][4]" \
    maxSlewViolCount 0 \
    dp_hpwl_mm 79.98 \
    tritoncts "done" \
    hold_viol 0 \
    fp-utilization 0.5042 \
    clk_path_buf_depth 3 \
    grt_max_degree 100 \
    port_buffers 112 \
    largest_reg_flops 1024 \
    synth_stat.cells 3386 \
    clk_transition_reported_paths_ps 60 \
    combPwrFrac 0.093 \
    post-route-worst-setup-slack_ps 2612 \
    clock-sinks 1024 \
    p_sw_frac 0.2304 \
    grt_first_pass_wirelength_mm 220.2 \
    drt_wl_total_mm 152.5 \
    synthCells 3386 \
    postLayoutCoreUtil 0.5669 \
    cts_inserted_buffers 110 \
    rows 114 \
    finalSetupTns_ps 0 \
    hold_depth 2 \
    area.growth.synth_to_final_pct 12.44 \
    final_layout_size_suffix_gt1_frac 0.08617 \
    grt_pass1_vias 32790 \
    path_max_fanout 42 \
    post-place-ws_ps 2755 \
    clock-root-buffer "clkbuf_16" \
    max_freq_mhz 135.4 \
    cts.hold.buffers_added 0 \
    worstHoldStart "wd[4]" \
    cts_resized 0 \
    antenna_cells 0 \
    drtIter0Drc 2079 \
    power.leakage_nw 20.23 \
    drc 0 \
    largest-register "regs" \
    first_pass_iters 6 \
    worstMarginPinSlew_ps 1060 \
    grt_usage 0.3420 \
    gp_congestion 0.8794 \
    io_pins 113 \
    startpoint "RR2[2]" \
    postCtsSetupBuffers 0 \
    top_regs "regs: 1024 flops" \
    worstSetupPathType "input pin to primary output" \
    yosys_area_sq_um 48760 \
    p_int_mw 7.427 \
    syn_area_sq_um 48760 \
    clkPwrFrac 0.408 \
    maxCapViolCount 0 \
    yosys_warnings 1 \
    switchingPower_mw 2.223 \
    required_ps 8000 \
    ys_seq_frac 0.6307 \
]
==> power groups by stage <==
| stage | combinational [mW] | sequential, mW | clock, mW |
|---|---|---|---|
| finish | 0.896 | 4.81 | 3.94 |
| CTS | 0.884 | 4.81 | 3.98 |
| global route | 0.951 | 4.82 | 4.15 |
==> how the worst max path moves through the flow <==
stage	end	cells past startpoint
after CTS	RD1[9]	8
after global routing	RD1[12]	8
final	RD2[12]	9
==> area by class of cell <==
cell class	instances	area (sq um)
fillers	7244	41890
flip-flops and latches	1024	30750
multi-input cells	2140	16890
clock buffers	139	2925
repair buffers	224	2135
well taps	1276	1597
clock inverters	59	526.8
==> per-stage QoR <==
| step | power, mW | area, sq um | std cells |
|---|---|---|---|
| after global routing | 9.917 | 54820 | 4862 |
| final | 9.650 | 54820 | 4862 |
| after detailed placement | 5.782 | 51370 | 4664 |
| after floorplan | 5.397 | 48870 | 3417 |
| after global placement | 5.774 | 51370 | 4664 |
| after CTS | 9.679 | 54820 | 4862 |
==> critical path, stage by stage <==
cell             delay (ps)
clkdlybuf4s50_1         620
nor2b_4                 200
buf_4                   400
buf_4                   700
a22o_1                  260
nor3_1                   60
a31oi_1                 180
nand3_1                 350
clkdlybuf4s50_1         540
==> routing by layer <==
| metal | track usage | wire, um |
|---|---|---|
| met2 | 0.4624 | 65920 |
| met3 | 0.2595 | 27560 |
| met1 | 0.4539 | 53520 |
| met5 | 0.03772 | 512 |
| met4 | 0.08625 | 4960 |
==> synthesized netlist by cell type (all sizes together) <==
cell type,count,area (sq um)
a21oi,192,960.9
a22o,128,1121
a22oi,192,1441
a31oi,64,400.4
and2,2,12.51
buf,167,1196
clkbuf,86,337.8
conb,1,3.750
edfxtp,1024,30750
mux2i,1024,10250
nand2,195,732.0
nand2b,4,25.02
nand3,194,970.9
nand3b,5,37.54
nor2,34,127.6
nor2b,4,25.02
nor3,64,320.3
or2,2,12.51
or3,1,6.260
or3b,3,26.28
==> kinds of logic after synthesis <==
family,after synthesis,synth area share
flops,1024,0.6307
simple gates,508,0.04709
buf+inv,253,0.03146
other cells,1,0.00007691
mux,1024,0.2102
compound gates,576,0.08048
Power and IR drop assume default switching activity.
